[run.sh]
#!/bin/bash
# OpenROAD 26Q1-2900-gdf79404cd8, Yosys 0.63+post, stock flow scripts
make -C /OpenROAD-flow-scripts/flow DESIGN_CONFIG=/design/flow/config.mk WORK_HOME=/design/flow/orfs finish
[config.mk]
export PLATFORM = sky130hd
export DESIGN_NAME = fen_decode
export DESIGN_NICKNAME = fen_decode
export VERILOG_FILES = /design/flow/design.v
export SDC_FILE = /design/flow/constraint.sdc
export NUM_CORES = 4
export LEC_CHECK = 1
export CORE_UTILIZATION = 40
[constraint.sdc]
current_design fen_decode

set clk_period 13.7
set clk_io_pct 0.2

create_clock -name clk0 -period $clk_period [get_ports {clk}]

set non_clock_inputs [all_inputs -no_clocks]
set_input_delay [expr $clk_period * $clk_io_pct] -clock clk0 $non_clock_inputs
set_output_delay [expr $clk_period * $clk_io_pct] -clock clk0 [all_outputs]
[design.v]
module ascii_int_to_bin #(
        parameter BIN_WIDTH = 16
    ) (
    input         clk,
    input  [3:0]  data,
    input         valid,
    input         reset,
    output reg [BIN_WIDTH-1:0] bin
);
    wire [BIN_WIDTH-1:0] extend_data = {{BIN_WIDTH-4{1'b0}}, data};
    always_ff @(posedge clk) begin
        if (valid & reset) begin
            bin <= 0;
        end else if (valid) begin
            bin <= (bin * 8'd10) + extend_data;
        end
    end
endmodule
module fen_decode(
  input logic clk,
  input logic [7:0] in_data,
  input logic in_valid,
  input logic in_sop,
  input logic in_eop,
  output reg        o_pos_valid = 0,
  output reg [3:0]  o_pos_data = 0,
  output reg        o_pos_sop = 0,
  output reg        o_pos_eop = 0,
  output reg        o_wtp = 0,
  output reg [3:0]  o_castle,
  output reg [2:0]  o_ep,
  output reg [15:0] o_hmcount,
  output reg [15:0] o_fmcount
  );
  localparam [3:0]
      fem_idle       = 4'd0,
      fem_pieces     = 4'd1,
      fem_pieces_sp  = 4'd2,
      fem_turn       = 4'd3,
      fem_turn_sp    = 4'd4,
      fem_castle     = 4'd5,
      fem_castle_sp  = 4'd6,
      fem_ep         = 4'd7,
      fem_ep_sp      = 4'd8,
      fem_hmclock    = 4'd9,
      fem_hmclock_sp = 4'd10,
      fem_fmclock    = 4'd11,
      fem_output     = 4'd12;
  wire tok_space = in_data == " ";
  reg [3:0] state = fem_idle;
  reg [7:0] state_data = 0;
  reg       state_valid = 0;
  reg       was_valid_eop = 0;
  always_ff @(posedge clk) begin
    state_data <= in_data;
    state_valid <= in_valid;
    was_valid_eop <= in_valid && in_eop;
    state <= state;
    if (in_valid & in_sop) begin
      state <= fem_pieces;
    end else if (state == fem_output) begin
        if (o_pos_eop) state <= fem_idle;
    end else if (was_valid_eop) begin
        state <= fem_output;
    end else if (in_valid) begin
        case (state)
          fem_idle: begin
            if (in_sop) state <= fem_pieces;
          end
          fem_pieces: begin
            if (tok_space) state <= fem_pieces_sp;
          end
          fem_pieces_sp: begin
            state <= fem_turn;
          end
          fem_turn: begin
            if (tok_space) state <= fem_turn_sp;
          end
          fem_turn_sp: begin
            state <= fem_castle;
          end
          fem_castle: begin
            if (tok_space) state <= fem_castle_sp;
          end
          fem_castle_sp: begin
            state <= fem_ep;
          end
          fem_ep: begin
            if (tok_space) state <= fem_ep_sp;
          end
          fem_ep_sp: begin
            state <= fem_hmclock;
          end
          fem_hmclock: begin
            if (tok_space) state <= fem_hmclock_sp;
          end
          fem_hmclock_sp: begin
            state <= fem_fmclock;
          end
          default: begin
          end
        endcase
    end
  end
  wire [6*8-1:0] white_pieces = "PNBRQK";
  wire [6*8-1:0] black_pieces = "pnbrqk";
  wire [8*8-1:0] skips = "87654321";
  wire [5:0] tok_whitep;
  wire [5:0] tok_piecet;
  wire [7:0] tok_skip;
  wire       tok_white;
  wire       tok_piece;
  wire       tok_skips;
  genvar i;
  generate
    for(i=0;i<6;i++) begin
      assign tok_whitep[i] = in_data == white_pieces[i*8+:8];
      assign tok_piecet[i] = in_data == white_pieces[i*8+:8] | in_data == black_pieces[i*8+:8];
    end
    for(i=0;i<8;i++) begin
      assign tok_skip[i] = in_data == skips[i*8+:8];
    end
  endgenerate
  assign tok_white = |tok_whitep;
  assign tok_piece = |tok_piecet;
  assign tok_skips = |tok_skip;
  reg [6:0] pbuffer [64-1:0];
  wire [2:0] bin_piece;
  onehot_to_bin #(.ONEHOT_WIDTH(7) ) oh2b_piece (.onehot({tok_piecet, 1'b0}), .bin(bin_piece));
  wire [2:0] bin_skip;
  onehot_to_bin #(.ONEHOT_WIDTH(8) ) oh2b_skip (.onehot(tok_skip), .bin(bin_skip));
  wire [6:0] pbuffer_writedata = {tok_white, bin_piece, bin_skip};
  wire       pbuffer_wr = (tok_piece | tok_skips) & in_valid & ((state == fem_pieces) | in_sop);
  reg  [6:0] pbuffer_wraddr = 0;
  reg  [6:0] pbuffer_rdaddr = 0;
  always_ff @(posedge clk) begin
      if (pbuffer_wr) begin
          pbuffer_wraddr <= pbuffer_wraddr + 1;
      end else if (state == fem_idle) begin
          pbuffer_wraddr <= 0;
      end
      if (pbuffer_wr) begin
         pbuffer[pbuffer_wraddr[5:0]] <= pbuffer_writedata;
      end
  end
  wire [2:0] rd_bin_skip;
  wire [2:0] rd_bin_piece;
  wire       rd_bin_wtp;
  reg [2:0]  rd_skip_count = 0;
  assign {rd_bin_wtp, rd_bin_piece, rd_bin_skip} = pbuffer[pbuffer_rdaddr[5:0]];
  wire last_pubffer_cycle = (pbuffer_rdaddr + 1) == pbuffer_wraddr;
  wire last_skip_cycle = rd_bin_skip == rd_skip_count;
  always_ff @(posedge clk) begin
      if (state == fem_output && !o_pos_eop) begin
        pbuffer_rdaddr <= pbuffer_rdaddr + (last_skip_cycle ? 1 : 0);
        rd_skip_count <= !last_skip_cycle ? rd_skip_count + 1 : 0;
        o_pos_valid <= 1;
        o_pos_data <= {rd_bin_wtp, rd_bin_piece};
        o_pos_sop <= pbuffer_rdaddr == 0 && (rd_skip_count == 0);
        o_pos_eop <= last_pubffer_cycle && last_skip_cycle;
      end else begin
        pbuffer_rdaddr <= 0;
        o_pos_valid <= 0;
        o_pos_eop <= 0;
        o_pos_sop <= 0;
        rd_skip_count <= 0;
      end
  end
  always_ff @(posedge clk) begin
    if (state == fem_turn && state_valid) begin
      o_wtp <= (state_data == "w");
    end
  end
  always_ff @(posedge clk) begin
    if (state == fem_pieces) begin
      o_castle[3:0] <= 4'b0;
    end else if (state == fem_castle && state_valid) begin
      o_castle[0] <= o_castle[0] | state_data == "K";
      o_castle[1] <= o_castle[1] | state_data == "Q";
      o_castle[2] <= o_castle[2] | state_data == "k";
      o_castle[3] <= o_castle[3] | state_data == "q";
    end
  end
  always_ff @(posedge clk) begin
    if (state == fem_pieces) begin
      o_ep[2:0] <= 3'b0;
    end else if (state == fem_ep && state_valid) begin
      if (state_data == "-") begin
        o_ep[2:0] <= 3'b0;
      end else begin
        o_ep <= state_data[2:0];
      end
    end
  end
  wire [15:0] bin_count;
  ascii_int_to_bin moves_asciibin (.clk(clk), .data(in_data[3:0]), .valid(in_valid), .reset(tok_space), .bin(bin_count));
  always_ff @(posedge clk) begin
    if (state == fem_hmclock) begin
      o_hmcount <= bin_count;
    end
    if (state == fem_fmclock) begin
      o_fmcount <= bin_count;
    end
  end
endmodule
module onehot_to_bin #(
        parameter ONEHOT_WIDTH = 16
    ) (
    input  [ONEHOT_WIDTH-1:0]  onehot,
    output [BIN_WIDTH-1:0]     bin);
localparam BIN_WIDTH = $clog2(ONEHOT_WIDTH-1);
genvar i,j;
generate
    for (j=0; j<BIN_WIDTH; j=j+1)
    begin : jl
        wire [ONEHOT_WIDTH-1:0] tmp_mask;
        for (i=0; i<ONEHOT_WIDTH; i=i+1)
        begin : il
            assign tmp_mask[i] = i[j];
        end
        assign bin[j] = |(tmp_mask & onehot);
    end
endgenerate
endmodule
==> impl_metrics.csv <==
group,metric,value,unit
clock_tree,path_clk_slew,0.06,ns
yosys,syn_inst,1255,
global_route,grt_max_degree,81,
clock_tree,clk_latency,0.62,ns
place,dp_worst_setup_slack,6.88,ns
detailed_routing,drt_iter0_markers,804,
yosys,flop_cell,"edfxtp_1",
clock_tree,root_buffer,"clkbuf_16",
final_timing,fmax,160,MHz
worst_hold_path,hold_path_depth,2,
final_timing,period_used_share,45.6,%
yosys,ys_ff,542,
detailed_routing,routedWlPerCell,24.9,um
yosys,syn_avg_cell_area,17.8,um2
clock_tree,cts_num_sinks,542,
clock_tree,cts-htree-levels,2,
global_route,grt_pass1_vias,12800,
setup_path,cp_max_fo,16,
final_timing,rsz0062_at_grt,"false",
yosys,ys.warnings.count,2,
power_and_ir_drop,power_density,167,nW/um2
global_route,grt_antenna_before_repair,1,
cells_and_area,drive_gt1_share,17.8,%
cells_and_area,final_cell_mix,"edfxtp_1, nor2_1, mux4_2",
place,hpwlAfterDp,33.2,mm
detailed_routing,wl,52.9,mm
setup_path,required,13.95,ns
floorplanning,std_cell_rows,86,
detailed_routing,num_antenna_cells,0,
global_route,grt_overflow,0,
floorplanning,core_area,55200,um2
yosys,async_reset_ff_share,0,%
final_timing,finalWorstSetupSlack,7.45,ns
place,routabilityCongestion,0.902,
clock_tree,cts_hold_buf,0,
setup_path,endpoint_kind,"flip-flop",
worst_hold_path,hold_path.class,"flip-flop to flip-flop",
clock_tree,cts.repair.resized,0,
yosys,synth_seq_share,70.6,%
setup_path,path_class,"primary input to flip-flop",
cells_and_area,fin_area,25800,um2
job,max-cap-violations,0,
yosys,yosysUniqueCellTypes,68,
setup_path,cp-start-kind,"primary input",
clock_tree,clockBufferDepth,3,
floorplanning,dieArea,56800,um2
final_timing,worst_pin_slew,0.800,ns
setup_path,reg2reg_slack,9.24,ns
power_and_ir_drop,p_leak,0.00770,uW
cells_and_area,areaGrowthSynthToFinish,15.5,%
clock_tree,post_cts.repair.setup_buffers,0,
detailed_routing,first_pass_iters,5,
floorplanning,fp_util,40.5,%
status,status,"finished, final reports clean",
yosys,synth-edff-count,492,
floorplanning,num_io_pins,59,
detailed_routing,vias,11600,
floorplanning,die_height,238,um
detailed_routing,ant_nets,0,
floorplanning,die_w,238,um
final_timing,setup_tns,0,ns
final_timing,finalHoldViolCount,0,
final_timing,finalClockSkew,0.0221,ns
detailed_routing,drcViolationCount,0,
global_route,track_usage,20.9,%
yosys,syn-cell-area,22400,um2
setup_path,reg2regPathDepth,12,
clock_tree,cts_tree,"yes",
final_timing,finalCriticalPeriod,6.25,ns
setup_path,crit_arrival,6.49,ns
place,io_buffers,58,
power_and_ir_drop,total_power,4320,uW
detailed_routing,viasPerCell,5.48,
job,warnings,27,
final_timing,setup_viol,0,
place,placed_cell_area,23800,um2
clock_tree,cts_inserted_buffers,57,
yosys,ys_area,22400,um2
final_timing,report.final.slew_viol_count,0,
cells_and_area,mostFrequentLayoutCell,"edfxtp_1",
yosys,yosysCellCount,1255,
power_and_ir_drop,ir_drop,0.141,mV
global_route,grt_pass1_wl,79.3,mm
final_timing,slew_headroom,46.7,%
==> per-layer routing <==
layer  up-vias  global-route usage (%)  share of wire, %
li1       5158                       -                 -
met1      5720                    27.2                36
met2       660                    30.9                47
met3        97                    13.1                14
met4         0                    5.09               3.1
met5         -                       0                 0
==> kinds of logic (layout without fill, tap and decap cells) <==
kind of cell	after synthesis	after routing	synth area share [%]
flip-flops	542	542	70.6
AND/OR/NAND/NOR	281	281	6.18
multiplexers	161	161	14.1
AND-OR/OR-AND	98	98	3.15
buffers and inverters	87	207	1.99
XOR/XNOR	51	51	2.00
adder cells (fa/ha/maj)	35	35	2.03
==> cell usage after synthesis, types with 4 or more instances <==
cell type,n,area share [%]
a22oi_1,10,0.34
mux4_1,6,0.71
a221oi_1,5,0.20
nand3_1,19,0.43
nand2_1,35,0.59
and3_1,6,0.17
a211oi_1,14,0.47
nand4_1,11,0.31
a21o_1,4,0.13
nor3b_1,8,0.27
nor2b_1,10,0.28
or2_2,4,0.11
or4_1,6,0.20
a21oi_1,25,0.56
nand3b_1,4,0.13
mux4_2,115,12
o21ai_0,8,0.18
buf_4,4,0.13
nor2_1,122,2.0
or3_1,6,0.17
mux2i_1,37,1.7
inv_1,16,0.27
clkbuf_1,36,0.60
nand2b_1,12,0.34
buf_1,9,0.15
xor2_1,23,0.90
buf_2,9,0.20
and2_1,5,0.14
dfxtp_1,50,4.5
buf_6,12,0.60
xnor2_1,28,1.1
ha_1,33,1.8
nor4_1,5,0.14
nor3_1,17,0.38
edfxtp_1,492,66
==> flip-flops by register name, indices dropped and copies added (netlist names), 3 cells and up <==
register            flops
pbuffer               448
moves_asciibin.bin     16
o_fmcount              16
o_hmcount              16
state_data              8
pbuffer_rdaddr          7
pbuffer_wraddr          7
o_castle                4
o_pos_data              4
state                   4
o_ep                    3
rd_skip_count           3
==> power by group <==
group	internal, uW	leakage, uW	total, uW	switching (uW)
Clock	1050	0.000986	1670	621
Sequential	1860	0.00463	1930	72.0
Combinational	317	0.00208	720	403
Total	3230	0.00770	4320	1100
==> cell type report <==
type | count | area, um2
timing repair buffer | 83 | 781
inverter | 16 | 60.1
clock inverter | 32 | 514
tap | 748 | 936
clock buffer | 76 | 1540
multi-input combinational | 626 | 6200
fill | 4500 | 29400
sequential | 542 | 15800
==> critical path: stages <==
cell and delay [ns]:
clkdlybuf4s50_1 0.68, inv_1 0.21, or3_1 0.40, a21oi_1 0.14, o21ai_0 0.19, a21oi_1 0.25
o221ai_2 0.29, or4b_1 0.95, nor2_1 0.63
==> per-stage QoR <==
step                      utilization (%)  hold WS [ns]  cells
after floorplan                         -         0.413   1255
after global placement               43.1         0.480   2015
after detailed placement             43.1         0.480   2015
after CTS                            46.8         0.496   2123
after global routing                 46.8         0.528   2123
final                                46.8         0.488   2123
==> path summary, 6_finish.rpt <==
kind | from | end
worst max-delay path | in_data[3] | pbuffer[12][3]
worst min-delay path | o_castle[1] | o_castle[1]
worst max register to register | pbuffer_rdaddr[0] | pbuffer_rdaddr[6]
worst min register to register | o_castle[1] | o_castle[1]
Power figures rest on the tool's default switching activity, not on a simulated workload.
